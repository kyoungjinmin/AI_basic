$ cat ./run.sh
#!/bin/bash
# OpenROAD 26Q1-2900-gdf79404cd8, Yosys 0.63+post, stock flow scripts
make -C /OpenROAD-flow-scripts/flow DESIGN_CONFIG=/design/flow/config.mk WORK_HOME=/design/flow/orfs finish
$ cat ./config.mk
export PLATFORM = sky130hd
export DESIGN_NAME = multiplier_c
export DESIGN_NICKNAME = multiplier_c
export VERILOG_FILES = /design/flow/design.v
export SDC_FILE = /design/flow/constraint.sdc
export NUM_CORES = 4
export LEC_CHECK = 1
export CORE_AREA = 10 10 80 80
export DIE_AREA = 0 0 90 90
$ cat ./constraint.sdc
current_design multiplier_c

set clk_period 2.6
set clk_io_pct 0.2

create_clock -name clk0 -period $clk_period [get_ports {clk}]

set non_clock_inputs [all_inputs -no_clocks]
set_input_delay [expr $clk_period * $clk_io_pct] -clock clk0 $non_clock_inputs
set_output_delay [expr $clk_period * $clk_io_pct] -clock clk0 [all_outputs]
$ cat ./design.v
module multiplier_c(
  clk,
  n_rst,
  start,
  m1, 
  m2,  
  product  
  );
  input clk;
  input n_rst;
  input start;
  input [3:0] m1;
  input [3:0] m2;
  output [7:0] product;
  reg [7:0]product;
  reg [3:0]m1_d;
  reg [3:0]m2_d;
  wire [7:0]product_i;
  wire [15:0]m1m2;  
  wire [16:0]c;
  wire [9:0]s;
  always @(posedge clk or negedge n_rst)  
  begin
    if(!n_rst) begin
      m1_d<=4'h0;
      m2_d<=4'h0;
      product<=8'h0;
    end
    else begin
      if (start==1)begin
        m1_d<=m1;
        m2_d<=m2;
      end
      product<=product_i;
    end
  end
  assign m1m2[0]=m1_d[0]&m2_d[0];
  assign m1m2[1]=m1_d[0]&m2_d[1];
  assign m1m2[2]=m1_d[1]&m2_d[0];
  assign m1m2[3]=m1_d[1]&m2_d[1];
  assign m1m2[4]=m1_d[2]&m2_d[0];
  assign m1m2[5]=m1_d[0]&m2_d[2];
  assign m1m2[6]=m1_d[2]&m2_d[1];
  assign m1m2[7]=m1_d[3]&m2_d[0];
  assign m1m2[8]=m1_d[1]&m2_d[2];
  assign m1m2[9]=m1_d[0]&m2_d[3];
  assign m1m2[10]=m1_d[3]&m2_d[1];
  assign m1m2[11]=m1_d[2]&m2_d[2];
  assign m1m2[12]=m1_d[1]&m2_d[3];
  assign m1m2[13]=m1_d[3]&m2_d[2];
  assign m1m2[14]=m1_d[2]&m2_d[3];
  assign m1m2[15]=m1_d[3]&m2_d[3];
  assign product_i[0]=m1m2[0];
  half_adder c_half_adder_0(
  .sum(product_i[1]),
  .c_out(c[0]),
  .a(m1m2[1]),
  .b(m1m2[2])
  );
  half_adder c_half_adder_1(
  .sum(s[0]),
  .c_out(c[1]),
  .a(m1m2[3]),
  .b(m1m2[4])
  );
  full_adder c_full_adder_0(
  .sum(product_i[2]),
  .c_out(c[2]),
  .a(m1m2[5]),
  .b(s[0]),
  .c_in(c[0])
  );
  half_adder c_half_adder_2(
  .sum(s[1]),
  .c_out(c[3]),
  .a(m1m2[6]),
  .b(m1m2[7])
  );
  full_adder c_full_adder_1(
  .sum(s[2]),
  .c_out(c[4]),
  .a(m1m2[8]),
  .b(s[1]),
  .c_in(c[1])
  );
  full_adder c_full_adder_2(
  .sum(product_i[3]),
  .c_out(c[5]),
  .a(m1m2[9]),
  .b(s[2]),
  .c_in(c[2])
  );
  half_adder c_half_adder_3(
  .sum(s[3]),
  .c_out(c[6]),
  .a(m1m2[10]),
  .b(0)
  );
  full_adder c_full_adder_3(
  .sum(s[4]),
  .c_out(c[7]),
  .a(m1m2[11]),
  .b(s[3]),
  .c_in(c[3])
  );
  full_adder c_full_adder_4(
  .sum(s[5]),
  .c_out(c[8]),
  .a(m1m2[12]),
  .b(s[4]),
  .c_in(c[4])
  );
  half_adder c_half_adder_4(
  .sum(product_i[4]),
  .c_out(c[9]),
  .a(s[5]),
  .b(c[5])
  );
  half_adder c_half_adder_5(
  .sum(s[6]),
  .c_out(c[10]),
  .a(m1m2[13]),
  .b(c[6])
  );
  full_adder c_full_adder_5(
  .sum(s[7]),
  .c_out(c[11]),
  .a(m1m2[14]),
  .b(s[6]),
  .c_in(c[7])
  );
  full_adder c_full_adder_6(
  .sum(product_i[5]),
  .c_out(c[12]),
  .a(s[7]),
  .b(c[8]),
  .c_in(c[9])
  );
  half_adder c_half_adder_6(
  .sum(s[8]),
  .c_out(c[13]),
  .a(m1m2[15]),
  .b(c[10])
  );
  full_adder c_full_adder_7(
  .sum(product_i[6]),
  .c_out(c[14]),
  .a(s[8]),
  .b(c[11]),
  .c_in(c[12])
  );
  half_adder c_half_adder_7(
  .sum(product_i[7]),
  .c_out(c[15]),
  .a(c[13]),
  .b(c[14])
  );
endmodule
module full_adder(
  sum,
  c_out,
  a,
  b,
  c_in
  );
  output sum;
  output c_out;
  input a;
  input b;
  input c_in;
  assign {c_out,sum}=a+b+c_in;
endmodule
module half_adder(
  sum,
  c_out,
  a,
  b
  );
  output sum;
  output c_out;
  input a;
  input b;
  assign {c_out,sum}=a+b;
endmodule
==> impl_metrics.toml <==
# flow metrics
[timing]
worst_slew_pin_slew_ps = 697
fin_setup_tns_ps = -377
timing.hold.ws_ps = 607
clock.fmax_mhz = 349
rsz0062_at_grt = "yes"
report.final.hold_viol_count = 0
share_of_the_clock_period_used_by_the_worst_path_pct = 110
slew_limit_fails = 0
clock_skew_ps = 1.12
timing.slew.headroom_pct = 53.4
fin_ws_ps = -263
finalSetupViolations = 2
finalWorstPathRequiredPeriod_ps = 2860

[grt]
grt_util_met1_pct = 5.46
grt_pass1_wl_mm = 2.57
first_global_vias = 516
grt.met2_usage_pct = 5.08
gr-max-usage-layer = "met1"
use_met3_pct = 2.01
grt_max_degree = 17
grt_antenna_before_repair = 0
grt_overflow_total = 0
grtUsageTotal_pct = 3.85

[logic_synthesis]
ys_chip_area_sq_um = 881
synth.area.top_cells = "dfrtp_1 (45%), fa_1 (18%), mux2_4 (14%), and2_1 (6.4%), inv_1 (6.4%)"
ys_seq_share_pct = 45.5
synth.top_cell.area_share_pct = 45.5
syn_area_sq_um = 881
syn_area_per_cell_sq_um = 13.0
ys_types = 8
ys.flops = 16
synth_top_cell_by_area = "dfrtp_1"
synthCells = 68
synth-cells-yosys = 68
synth_warnings = 2

[final_layout]
num-fill-cells = 473
lay_top_cells = "clkdlybuf4s50_1 (18), dfrtp_1 (16), inv_1 (12), buf_4 (9), mux2_4 (8)"
syn2layout_area_growth_pct = 44.5
drive_gt1_share_pct = 32.0
stdcell_area_sq_um = 1270
most_frequent_logic_cell_in_the_layout = "clkdlybuf4s50_1"
instances_no_fill = 164

[critical_path]
arrival_ps = 3000
timing.reg2reg.setup_slack_ps = -260
cp_slowest_cell = "fa_1"
path_cells = "and2_4 -> ha_4 -> inv_2 -> fa_1 -> inv_1 -> fa_1 -> ha_2 -> inv_1 -> fa_2 -> fa_1 -> inv_1"
critical_path_class = "flop to flop"
critical_path.max_stage_delay_ps = 520
crit_fanout = 2
critPathRequiredTime_ps = 2740
critical_path_end_type = "flop"
critical_path.startpoint_type = "flop"

[power]
p_leak_nw = 0.581
power_switching_mw = 0.179
vdd.ir_drop.worst_v = 0.000215
pwr-share-comb_pct = 33.7
seqPwrFrac_pct = 42.8
clock_power_share_pct = 23.6
internal-power_mw = 0.568
powerDensity_nw_per_um2 = 587
p_sw_share_pct = 24.0

[floorplan]
initial_utilization_pct = 18.6
rows = 25
dieArea_sq_um = 8100
vertical_die_dimension_um = 90
floorplan.core_area_sq_um = 4720
die_width_um = 90
floorplan.io_pins = 19

[detailed_routing]
pre_repair_dr_iteration_count = 2
avgViaCountPerCell = 3.11
wl_mm = 1.54
wl_per_instance_um = 9.40
antenna_violating_nets_post_route = 0
route.vias.total = 510
remaining_drc_errors = 0
drtIter0Drc = 37
route.antenna.diode_count = 0

[clocking]
cts.sink_count = 16
bufs_on_longest_clock_path = 2
worst_skew_pair.late_latency_ps = 240
maximum_level_of_the_cts_h_tree = 1
cts.reportedPaths.clkPinSlew_ps = 60
cts_root_buffer = "clkbuf_8"
clock_tree_from_tritoncts = "built"
tritoncts.num_buffers = 3

[run_status]
status = "finished with violations"
failing_checks = "negative setup slack"

[placement]
count_of_input_and_output_buffers = 18
globalplace.congestion = 0.858
dpl.cell_count = 160
hpwlAfterDp_mm = 1.27
postPlaceCellArea_sq_um = 1200

[min_path]
hp_class = "flop to flop"

[run]
number_of_violations_of_the_max_capacitance_limit = 0
stage_log_warnings = 28
==> timing repair <==
| item | CTS | global route |
|---|---|---|
| hold buffers | 0 | 0 |
| gates resized | 0 | 11 |
| pin swaps | 0 | 0 |
| setup endpoints to repair | 2 | 3 |
| buffers inserted | 0 | 1 |
==> worst max-delay path: cells and delay by family, from the launching register on <==
| family | cells | cell delay, ps |
|---|---|---|
| adder cells (fa/ha/maj) | 6 | 2090 |
| flip-flops | 1 | 360 |
| AND/OR/NAND/NOR | 1 | 160 |
| buffers and inverters | 4 | 160 |
==> metal layers <==
metal | vias up | wire length, um
met4 | 0 | 37
met5 | - | 0
met3 | 2 | 143
li1 | 261 | -
met2 | 19 | 563
met1 | 228 | 798
==> state kept, by name (all words and copies together), names as in the netlist <==
name	flops
m1_d	4
m2_d	4
product	8
==> power by group through the flow <==
| stage | clock network, mW | registers, mW | logic, mW |
|---|---|---|---|
| 6_report | 0.176 | 0.319 | 0.251 |
| 4_1_cts | 0.185 | 0.319 | 0.248 |
| 5_1_grt | 0.191 | 0.324 | 0.287 |
==> worst paths after layout <==
check / from / to / cells past startpoint
max: m1_d[2] / product[6] / 11
min: m1_d[0] / product[0] / 2
max reg2reg: m1_d[2] / product[6] / 11
min reg2reg: m1_d[0] / product[0] / 2
max in group asynchronous: n_rst / m1_d[3] / 1
min in group asynchronous: n_rst / product[0] / 1
==> logic make-up after synthesis <==
| group | Yosys count | share of synthesized area (%) |
|---|---|---|
| adder cells (fa/ha/maj) | 12 | 23.9 |
| buffers and inverters | 16 | 7.67 |
| flip-flops | 16 | 45.5 |
| multiplexers | 8 | 13.6 |
| AND/OR/NAND/NOR | 16 | 9.38 |
==> synthesized netlist by cell type <==
master / n
fa_1: 8
buf_6: 1
inv_1: 15
mux2_4: 8
nand2_1: 7
ha_1: 4
dfrtp_1: 16
and2_1: 9
==> cell type report <==
type	instances	area (sq um)	share of cell area, %
multi-input combinational	36	443	34.8
sequential	16	400	31.5
timing repair buffer	27	248	19.5
tap	67	83.8	6.59
inverter	15	56.3	4.42
clock buffer	3	41.3	3.24
==> stage by stage <==
| stage | setup WS, ps | power [mW] | util [%] |
|---|---|---|---|
| 2_1_floorplan | -223 | 0.422 | - |
| 3_3_place_gp | -224 | 0.567 | 25.3 |
| 3_5_place_dp | -248 | 0.569 | 25.3 |
| 4_1_cts | -279 | 0.752 | 26.2 |
| 5_1_grt | -355 | 0.803 | 26.9 |
| 6_report | -263 | 0.747 | 26.9 |
Power and IR drop assume default switching activity.
