==> design/flow/design.v <==
module multiplier_a(
  clk,
  n_rst,
  start,
  m1, 
  m2,  
  product  
  );
  input clk;
  input n_rst;
  input start;
  input [3:0] m1;
  input [3:0] m2;
  output [7:0] product;
  reg [3:0]m1_d;
  reg [3:0]m2_d;
  wire [7:0]product_i;
  reg [7:0]product;
  wire [15:0]m1m2;  
  wire [15:0]c;
  wire [8:0]s;
  always @(posedge clk or negedge n_rst)
  begin
    if(!n_rst) begin
      m1_d<=4'h0;
      m2_d<=4'h0;
      product<=8'h0;
    end
    else begin
      if (start==1)begin
        m1_d<=m1;
        m2_d<=m2;
      end
      product<=product_i;
    end
  end
  assign m1m2[0]=m1_d[0]&m2_d[0];
  assign m1m2[1]=m1_d[0]&m2_d[1];
  assign m1m2[2]=m1_d[1]&m2_d[0];
  assign m1m2[3]=m1_d[1]&m2_d[1];
  assign m1m2[4]=m1_d[2]&m2_d[0];
  assign m1m2[5]=m1_d[0]&m2_d[2];
  assign m1m2[6]=m1_d[2]&m2_d[1];
  assign m1m2[7]=m1_d[3]&m2_d[0];
  assign m1m2[8]=m1_d[1]&m2_d[2];
  assign m1m2[9]=m1_d[0]&m2_d[3];
  assign m1m2[10]=m1_d[3]&m2_d[1];
  assign m1m2[11]=m1_d[2]&m2_d[2];
  assign m1m2[12]=m1_d[1]&m2_d[3];
  assign m1m2[13]=m1_d[3]&m2_d[2];
  assign m1m2[14]=m1_d[2]&m2_d[3];
  assign m1m2[15]=m1_d[3]&m2_d[3];
  assign product_i[0]=m1m2[0];
  half_adder half_adder_0(
  .sum(product_i[1]),
  .c_out(c[0]),
  .a(m1m2[1]),
  .b(m1m2[2])
  );
  full_adder full_adder_0(
  .sum(s[0]),
  .c_out(c[1]),
  .a(m1m2[3]),
  .b(m1m2[4]),
  .c_in(c[0])
  );
  half_adder half_adder_1(
  .sum(product_i[2]),
  .c_out(c[2]),
  .a(m1m2[5]),
  .b(s[0])
  );
  full_adder full_adder_1(
  .sum(s[1]),
  .c_out(c[3]),
  .a(m1m2[6]),
  .b(m1m2[7]),
  .c_in(c[1])
  );
  full_adder full_adder_2(
  .sum(s[2]),
  .c_out(c[4]),
  .a(m1m2[8]),
  .b(s[1]),
  .c_in(c[2])
  );
  half_adder half_adder_2(
  .sum(product_i[3]),
  .c_out(c[5]),
  .a(m1m2[9]),
  .b(s[2])
  );
  half_adder half_adder_3(
  .sum(s[3]),
  .c_out(c[6]),
  .a(m1m2[10]),
  .b(c[3])
  );
  full_adder full_adder_3(
  .sum(s[4]),
  .c_out(c[7]),
  .a(m1m2[11]),
  .b(s[3]),
  .c_in(c[4])
  );
  full_adder full_adder_4(
  .sum(product_i[4]),
  .c_out(c[8]),
  .a(m1m2[12]),
  .b(s[4]),
  .c_in(c[5])
  );
  full_adder full_adder_5(
  .sum(s[5]),
  .c_out(c[9]),
  .a(m1m2[13]),
  .b(c[6]),
  .c_in(c[7])
  );
  full_adder full_adder_6(
  .sum(product_i[5]),
  .c_out(c[10]),
  .a(m1m2[14]),
  .b(s[5]),
  .c_in(c[8])
  );
  full_adder full_adder_7(
  .sum(product_i[6]),
  .c_out(product_i[7]),
  .a(m1m2[15]),
  .b(c[9]),
  .c_in(c[10])
  );
endmodule
module full_adder(
  sum,
  c_out,
  a,
  b,
  c_in
  );
  output sum;
  output c_out;
  input a;
  input b;
  input c_in;
  assign {c_out,sum}=a+b+c_in;
endmodule
module half_adder(
  sum,
  c_out,
  a,
  b
  );
  output sum;
  output c_out;
  input a;
  input b;
  assign {c_out,sum}=a+b;
endmodule
==> design/flow/run.sh <==
#!/bin/bash
# OpenROAD 26Q1-2900-gdf79404cd8, Yosys 0.63+post, stock flow scripts
make -C /OpenROAD-flow-scripts/flow DESIGN_CONFIG=/design/flow/config.mk WORK_HOME=/design/flow/orfs finish
==> design/flow/config.mk <==
export PLATFORM = sky130hd
export DESIGN_NAME = multiplier_a
export DESIGN_NICKNAME = multiplier_a
export VERILOG_FILES = /design/flow/design.v
export SDC_FILE = /design/flow/constraint.sdc
export NUM_CORES = 4
export LEC_CHECK = 1
export CORE_AREA = 10 10 103 103
export DIE_AREA = 0 0 113 113
==> design/flow/constraint.sdc <==
current_design multiplier_a

set clk_period 4.1
set clk_io_pct 0.2

create_clock -name clk0 -period $clk_period [get_ports {clk}]

set non_clock_inputs [all_inputs -no_clocks]
set_input_delay [expr $clk_period * $clk_io_pct] -clock clk0 $non_clock_inputs
set_output_delay [expr $clk_period * $clk_io_pct] -clock clk0 [all_outputs]
==> flow_metrics.env <==
# yosys + openroad results
export IMPL_min_path_type="register to register"
export IMPL_fin_worst_skew_ns=0.002614
export IMPL_finalWorstSetupSlack_ns=0.2416
export IMPL_worstSetupPathType="register to register"
export IMPL_antenna_found_initial=0
export IMPL_ir_drop_v=0.0001081
export IMPL_rsz0062_at_grt="no"
export IMPL_warnings=25
export IMPL_max_freq_mhz=259.2
export IMPL_outcome="finished, final reports clean"
export IMPL_r2r_setup_slack_ns=0.24
export IMPL_min_path_cells=1
export IMPL_wl_um=1661
export IMPL_wl_per_cell_um=8.651
export IMPL_firstDrtPassIters=2
export IMPL_post_place_ws_ns=0.1235
export IMPL_maxSlewViolCount=0
export IMPL_postCtsSetupBuffers=0
export IMPL_yosys_cells=63
export IMPL_setup_tns_ns=0
export IMPL_critPathMaxFanout=2
export IMPL_io_pins=19
export IMPL_avgSynthCellArea_um2=13.84
export IMPL_diodes=0
export IMPL_area_delta_synth_final_pct=43.19
export IMPL_layout_drive_gt1_share=0.1954
export IMPL_die_x_um=113
export IMPL_period_minus_slack_ns=3.858
export IMPL_ff2ff_path_depth=13
export IMPL_setup_viol=0
export IMPL_htreeDepth=1
export IMPL_coreArea_um2=8299
export IMPL_root_buffer="clkbuf_8"
export IMPL_maxSlewHeadroom=0.5177
export IMPL_grt_pass1_vias=580
export IMPL_lay_top_count="clkdlybuf4s50_1"
export IMPL_clock_sinks=16
export IMPL_viasPerCell=2.563
export IMPL_p_leak_uw=0.0005594
export IMPL_cts_hold_buf=0
export IMPL_finalHoldViolCount=0
export IMPL_min_from="m2_d[3]$_DFFE_PN0P_"
export IMPL_vias=492
export IMPL_p_per_area_nw_per_um2=375.6
export IMPL_synth_seq_share=0.4591
export IMPL_cts_tree="built"
export IMPL_synth_yosys_warnings=1
export IMPL_yosysChipArea_um2=872.1
export IMPL_rows=33
export IMPL_crit_required_ns=4.28
export IMPL_layout_top_cells="18 x clkdlybuf4s50_1, 16 x dfrtp_1, 13 x and2_1"
export IMPL_grt_pass1_wl_um=3001
export IMPL_arrival_ns=4.04
export IMPL_ys_ff=16
export IMPL_clkLatencyLatePin_ns=0.24
export IMPL_ant_nets=0
export IMPL_chip_area_um2=12770
export IMPL_cts_buffers=3
export IMPL_reg2reg_to="product[6]$_DFF_PN0_"
export IMPL_dieHeight_um=113
export IMPL_drv_cap=0
export IMPL_synth_area_um2=872.1
export IMPL_holdPathEnd="m2_d[3]$_DFFE_PN0P_"
export IMPL_synth_cell_types=8
export IMPL_tightest_slew_ns=0.7213
export IMPL_drc_errors=0
export IMPL_period_used=0.9411
export IMPL_initCoreUtil=0.1051
export IMPL_clk_pin_slew_worst_paths_ns=0.06
export IMPL_dpl_hpwl_um=1446
export IMPL_initialDrtViolationCount=33
export IMPL_routabilityCongestion=0.7526
export IMPL_rr_startpoint="m2_d[0]$_DFFE_PN0P_"
export IMPL_gr_total_overflow=0
export IMPL_grt_max_degree=17
export IMPL_grtUsageTotal=0.02931
export IMPL_port_buffers=18
export IMPL_cts_buffer_depth=2
export IMPL_setup_worst_path_start_class="register"
export IMPL_netlist_instances=63
export IMPL_endpoint_kind="register"
worst max-delay path by stage:
stage,startpoint,to,slack [ns],cells past startpoint
final,m2_d[0]$_DFFE_PN0P_,product[6]$_DFF_PN0_,0.24,13
after CTS,m2_d[0]$_DFFE_PN0P_,product[6]$_DFF_PN0_,0.11,13
after global routing,m1_d[0]$_DFFE_PN0P_,product[6]$_DFF_PN0_,0.06,13
critical path: stages, from the launching register on:
cell and delay [ns]:
dfrtp_1 0.37, and2_1 0.16, ha_1 0.21, fa_2 0.39
fa_1 0.53, inv_1 0.05, fa_2 0.34, fa_1 0.53
inv_1 0.05, fa_1 0.34, inv_1 0.08, fa_1 0.16
inv_1 0.05, fa_1 0.52
kinds of logic after synthesis:
group	synth area share
adders and majority gates	0.2410
buffers and inverters	0.05596
DFF	0.4591
muxes	0.1377
and+or+nand+nor	0.1062
area by class of cell:
class                   count  area [um2]
flip-flops and latches     16       400.4
multi-input cells          36       427.9
inverters                  10       37.54
repair buffers             22       210.2
well taps                 105       131.4
fillers                   911        7051
clock buffers               3       41.29
where the power goes:
| part | switching, uW | internal (uW) | total [uW] |
|---|---|---|---|
| registers | 15.9 | 192 | 208 |
| clock network | 48.9 | 65.0 | 114 |
| logic | 51.3 | 95.6 | 147 |
synth_stat cells:
| cell type | number | area [um2] |
|---|---|---|
| buf_6 | 1 | 11.26 |
| mux2_4 | 8 | 120.1 |
| ha_1 | 4 | 50.05 |
| dfrtp_1 | 16 | 400.4 |
| nand2_1 | 3 | 11.26 |
| inv_1 | 10 | 37.54 |
| fa_1 | 8 | 160.2 |
| and2_1 | 13 | 81.33 |
metrics by stage:
step,utilization,power [uW],std cells,hold WS [ns],cell area [um2]
after global routing,0.1505,518.6,192,0.6301,1249
after detailed placement,0.1449,366.3,189,0.5727,1202
after floorplan,-,269.3,63,0.4979,872.1
final,0.1505,469.0,192,0.5783,1249
after CTS,0.1499,484.1,192,0.5876,1244
after global placement,0.1449,365.6,189,0.5693,1202
flip-flops by register name, indices dropped and copies added, names as in the netlist:
signal	flops
product	8
m1_d	4
m2_d	4
metal layers:
layer  GRT usage  routed length (um)  vias up  part of all wire
met1     0.03792                 767      231              0.46
met4    0.003384                  19        0             0.011
met2     0.04455                 743       15              0.45
met5           0                   0        -                 0
li1            -                   -      244                 -
met3     0.01442                 131        2             0.079
timing repair:
action,4_1_cts,5_1_grt
endpoints found under the setup margin,0,2
hold endpoints to repair,0,0
gates resized,0,2
Power and IR drop assume default switching activity.
