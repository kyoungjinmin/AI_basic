--- design/flow/design.v ---
module fnd(number, fnd_on);
input [3:0]number;
output[6:0]fnd_on;
reg a,b,c,d,e,f,g;
always@(number)
case(number)
4'h0:begin a=1'b0; b=1'b0;c=1'b0; d=1'b0;e=1'b0; f=1'b0;g=1'b1; end
4'h1:begin a=1'b1; b=1'b0;c=1'b0; d=1'b1;e=1'b1; f=1'b1;g=1'b1; end
4'h2:begin a=1'b0; b=1'b0;c=1'b1; d=1'b0;e=1'b0; f=1'b1;g=1'b0; end
4'h3:begin a=1'b0; b=1'b0;c=1'b0; d=1'b0;e=1'b1; f=1'b1;g=1'b0; end
4'h4:begin a=1'b1; b=1'b0;c=1'b0; d=1'b1;e=1'b1; f=1'b0;g=1'b0; end
4'h5:begin a=1'b0; b=1'b1;c=1'b0; d=1'b0;e=1'b1; f=1'b0;g=1'b0; end
4'h6:begin a=1'b0; b=1'b1;c=1'b0; d=1'b0;e=1'b0; f=1'b0;g=1'b0; end
4'h7:begin a=1'b0; b=1'b0;c=1'b0; d=1'b1;e=1'b1; f=1'b0;g=1'b1; end
4'h8:begin a=1'b0; b=1'b0;c=1'b0; d=1'b0;e=1'b0; f=1'b0;g=1'b0; end
4'h9:begin a=1'b0; b=1'b0;c=1'b0; d=1'b0;e=1'b1; f=1'b0;g=1'b0; end
default: begin a=1'b1; b=1'b1;c=1'b1; d=1'b1;e=1'b1; f=1'b1;g=1'b1; end
endcase
assign fnd_on={g,f,e,d,c,b,a};
endmodule
module bin2dec(
  num_b,
  num_h
  );
  input [9:0]num_b;
  output [3:0] num_h;
  reg [3:0]num_h_i;
  always @(num_b)
      begin
          case(num_b)
              10'b00_0000_0001:num_h_i=4'h0;
              10'b00_0000_0010:num_h_i=4'h1;
              10'b00_0000_0100:num_h_i=4'h2;
              10'b00_0000_1000:num_h_i=4'h3;
              10'b00_0001_0000:num_h_i=4'h4;
              10'b00_0010_0000:num_h_i=4'h5;
              10'b00_0100_0000:num_h_i=4'h6;
              10'b00_1000_0000:num_h_i=4'h7;
              10'b01_0000_0000:num_h_i=4'h8;
              10'b10_0000_0000:num_h_i=4'h9;
              default:num_h_i=4'hA;
          endcase
      end
  assign num_h=num_h_i;
  endmodule
module de0_doorlock(
  clock,
  reset,
  out_led_1,
  out_led_2,
  num,
  start,
  stop,
  fnd_on_0
  );
  parameter P_ON=1'b1;
  parameter P_OFF=1'b0;
  input clock;
  input reset;
  input [9:0] num;
  input start;
  input stop;
  output out_led_1;   
  output out_led_2; 
  wire[3:0] bin2dec_dout_0;
  output[6:0] fnd_on_0;   
  reg [3:0]state;
  reg [3:0]next_state; 
  reg [9:0] d1;
  reg [9:0] d2;
  wire [9:0] button_on;
  reg start_d1;
  reg start_d2;
  reg stop_d1;
  reg stop_d2;
  wire start_on;
  wire stop_on;
  reg time_out;
  reg [26:0]count;
  parameter START=4'h0;
  parameter S0=4'h1;
  parameter S1=4'h2;
  parameter S2=4'h3;
  parameter S3=4'h4;
  parameter S4=4'h5;
  parameter S5=4'h6;
  parameter S6=4'h7;
  parameter LED_1=4'h8;
  parameter LED_2=4'h9;
  always@(posedge clock or negedge reset)
  begin
    if(!reset) begin
      d1<=10'b00_0000_0000;
      d2<=10'b00_0000_0000;
		start_d1 <= P_OFF;
		start_d2 <= P_OFF;
		stop_d1 <= P_OFF;
		stop_d2 <= P_OFF;
		state<=START;
    end
    else begin
      d1<=num;
      d2<=d1;
		start_d1 <= start;
		start_d2 <= start_d1;
		stop_d1 <= stop;
		stop_d2 <= stop_d1;
      state<=next_state;
    end
  end
  assign button_on=((d1!=10'b00_0000_0000)&&(d2==10'b00_0000_0000))?d1:10'b00_0000_0000;
  assign start_on = ((start_d1 == P_ON)&&(start_d2 == P_OFF))? 1'b1 : 1'b0;
  assign stop_on = ((stop_d1 == P_ON)&&(stop_d2 == P_OFF))? 1'b1 : 1'b0;
  always@(start_on or stop_on or button_on or state or time_out)
  begin
    case(state)
      START:next_state=((start_on==P_ON)?S0:state);
      S0:begin
		   next_state=((button_on==10'b00_0000_0000)?state:
                     (button_on==10'b00_0010_0000)?S1:S2);
			end
      S1:begin
		   next_state=(button_on==10'b00_0000_0000)?state:S3;
			end
      S2:begin
		   next_state=(button_on==10'b00_0000_0000)?state:S4;
			end
      S3:begin
		   next_state=((button_on==10'b00_0000_0000)?state:
                     (button_on==10'b10_0000_0000)?S5:S6);
			end
      S4:begin
		   next_state=(button_on==10'b00_0000_0000)?state:S6;
			end
      S5:next_state=(stop_on==P_ON)?LED_1:state;
      S6:next_state=(stop_on==P_ON)?LED_2:state;
      LED_1:next_state=(time_out==1'b1)?START:state;
      LED_2:next_state=(time_out==1'b1)?START:state;
      default:next_state=START;
    endcase
  end
  assign out_led_1 = (state == LED_1)? 1'b1 : 1'b0; 
  assign out_led_2 = (state == LED_2)? 1'b1 : 1'b0;
  always@(posedge clock or negedge reset)
  begin
      if (!reset)
          count<=0;
      else if(state==LED_1 || state==LED_2)
      begin
          if(count<50000000)
          begin
              count<=count+1;
              time_out<=1'b0;
          end
          else 
          begin
              count<=0;
              time_out<=1'b1;
          end
      end
      else
      count<=0;
  end
  bin2dec bin2dec_0(
  .num_b(num),
  .num_h(bin2dec_dout_0)
  );
  fnd fnd_0(
  .number(bin2dec_dout_0),
  .fnd_on(fnd_on_0)
  );
endmodule
--- design/flow/constraint.sdc ---
current_design de0_doorlock

set clk_period 3.8
set clk_io_pct 0.2

create_clock -name clk0 -period $clk_period [get_ports {clock}]

set non_clock_inputs [all_inputs -no_clocks]
set_input_delay [expr $clk_period * $clk_io_pct] -clock clk0 $non_clock_inputs
set_output_delay [expr $clk_period * $clk_io_pct] -clock clk0 [all_outputs]
--- design/flow/run.sh ---
#!/bin/bash
# OpenROAD 26Q1-2900-gdf79404cd8, Yosys 0.63+post, stock flow scripts
make -C /OpenROAD-flow-scripts/flow DESIGN_CONFIG=/design/flow/config.mk WORK_HOME=/design/flow/orfs finish
--- design/flow/config.mk ---
export PLATFORM = sky130hd
export DESIGN_NAME = de0_doorlock
export DESIGN_NICKNAME = de0_doorlock
export VERILOG_FILES = /design/flow/design.v
export SDC_FILE = /design/flow/constraint.sdc
export NUM_CORES = 4
export LEC_CHECK = 1
export CORE_UTILIZATION = 50
==> run_results.csv <==
group,metric,value,unit
setup_path,crit_fanout,3,
finish,utilization,0.646,
clock_network,htreeDepth,3,
yosys,synth.top_cell.area_share,0.518,
detailed_routing,drt-total-wl,5290,µm
placement,routabilityCongestion,0.830,
yosys,yosys-stat-cells,278,
setup_path,cp_data_required_time,3.04,ns
die,fp-row-count,27,
flow_run,warnings,30,
power,power,0.00140,W
yosys,ys.flop_type,"dfrtp_1",
yosys,synth_seq_share,0.538,
placement,numPortBuffers,22,
setup_path,cp-end-kind,"primary output",
sta,fin_crit,3.64,ns
grt,antenna_found_initial,0,
grt,grt_pass1_wl,9240,µm
clock_network,clkLatencyLatePin,0.34,ns
die,die_h,78.1,µm
yosys,yosysChipArea,2900,µm²
clock_network,cts_hold_buf,0,
yosys,synth-seq-cells,62,
power,p_leak,1.55,nW
yosys,synthArstFlopShare,0.984,
yosys,yosys.area.top_type,"dfrtp_1",
die,die_x,78.1,µm
sta,worstMarginPinSlew,0.880,ns
detailed_routing,vias_per_cell,5.14,
detailed_routing,dr.pass1.iters,4,
detailed_routing,ant_nets,0,
yosys,edf_count,1,
sta,finalMaxSlewViolations,0,
setup_path,startpoint_type,"input pin",
sta,max_slew_margin,0.413,
sta,setup_viol,0,
yosys,synthesis.area,2900,µm²
die,die_area,6100,µm²
grt,grtUsageTotal,0.200,
grt,grt_pass1_vias,1989,
yosys,synthTopCellsByArea,"dfrtp_1 (52%), xor2_1 (5.4%), nor2_1 (4.7%)",
die,core_util_floorplan,0.523,
finish,nFillCells,450,
clock_network,clkTransAtPathRegs,0.07,ns
finish,design_area,3580,µm²
setup_path,critPathKind,"input pin to primary output",
grt,grt_max_degree,34,
detailed_routing,drc,0,
clock_network,clock-sinks,62,
finish,register_area,1560,µm²
power,vdd_drop_max,0.000306,V
yosys,syn_area_per_cell,10.4,µm²
power,p_per_area,393,nW/µm²
finish,area_delta_synth_final,23.4,%
die,core_area,5540,µm²
sta,fin_skew,0.00698,ns
clock_network,cts_tree,"yes",
placement,dp_hpwl,3640,µm
placement,place_ws,-0.270,ns
placement,place_area,3310,µm²
finish,drive_gt1_frac,0.202,
min_path,min_path_cells,0,
yosys,synthCells,278,
min_path,hold_class,"flop to flop",
sta,fin_tns_setup,0,ns
sta,fin_crit_sh,0.959,
detailed_routing,vias,2076,
finish,multiInputGateArea,1250,µm²
flow_run,maxCapViolations,0,
setup_path,crit_arrival,2.88,ns
die,pin_count,23,
sta,fmax,0.274,GHz
detailed_routing,n_antenna_cell,0,
clock_network,cts_root_buffer,"clkbuf_8",
yosys,synth_cell_types,48,
yosys,yosys_warnings,3,
detailed_routing,avgRoutedWirePerCell,13.1,µm
setup_path,reg2regPathDepth,5,
sta,fin_ws,0.155,ns
clock_network,cts_buffers,9,
sta,hold_viol,0,
sta,rsz0062_at_grt,"no",
grt,gr-total-overflow,0,
outcome,status,"finished, final reports clean",
clock_network,cts_max_path_buffers,2,
detailed_routing,drt-initial-drc-count,61,
==> registers in the layout (all words and copies together) (netlist names), named ones only <==
name      count
stop_d2       1
start_d2      1
time_out      1
state         8
count        27
start_d1      1
stop_d1       1
d2           10
d1           10
==> path summary, 6_finish.rpt <==
kind | start | endpoint | slack (ns)
worst max-delay path | num[6] | fnd_on_0[5] | 0.16
worst min register to register | d1[8] | d2[8] | 0.38
worst max register to register | count[9] | count[24] | 1.40
max in group asynchronous | reset | state[0] | 2.49
min in group asynchronous | reset | state[6] | 0.44
worst min-delay path | d1[8] | d2[8] | 0.38
==> power by group <==
part	internal, W	switching (W)	leakage, nW
clock network	0.000379	0.000275	0.115
logic	0.0000302	0.0000394	0.636
registers	0.000674	0.00000574	0.800
==> logic make-up after synthesis <==
family	share of synthesized area
simple gates	0.212
flops	0.538
compound gates	0.0816
xor+xnor	0.0846
buf+inv	0.0492
fa+ha+maj	0.0259
mux	0.00777
other cells	0.00129
==> metal layers <==
metal,track usage,share of wire,up-vias
met2,0.281,0.42,30
met1,0.342,0.53,977
li1,-,-,1061
met5,0,0,-
met4,0.0222,0.013,0
met3,0.0496,0.037,8
==> cell usage after synthesis (3+ instances only) <==
library cell,number
xor2_1,18
nor3_1,7
nand4_1,7
buf_4,7
nand2_1,21
nand3_1,10
nor2_1,36
and3_1,4
inv_1,9
a21oi_1,8
clkbuf_1,4
ha_1,6
and2_1,3
o21ai_0,11
xnor2_1,10
nor2b_1,4
or4_1,3
nor4b_1,4
dfrtp_1,60
nor4_1,9
==> layout by cell type, fill, tap and decap left out, types with 3 or more instances in the layout <==
cell	count
ha_1	4
clkbuf_2	4
xor2_1	18
nor2_1	36
buf_4	30
nand2_1	20
dfrtp_1	60
nor4b_1	4
inv_6	4
nor3_1	6
nor4_1	8
nand3_1	10
clkbuf_8	9
nor2b_1	4
nand4_1	7
and3_1	4
o21ai_0	10
xnor2_1	10
clkdlybuf4s50_1	8
a21oi_1	8
inv_1	8
dlymetal6s2s_1	3
dlygate4sd2_1	6
==> through the flow <==
step,std cells,hold slack [ns]
after detailed placement,387,0.362
after global routing,404,0.398
after CTS,404,0.375
final,404,0.375
after global placement,387,0.361
after floorplan,278,0.354
==> critical path: stages <==
cell and delay [ns]:
dlygate4sd2_1 0.24, or4_4 0.57, nor3_4 0.18, and2_4 0.18
a41oi_4 0.04, inv_2 0.08, buf_4 0.10, ha_2 0.18
nand2b_1 0.10, a21oi_1 0.06, clkdlybuf4s50_1 0.39
==> cell type report <==
| cell class | count | area share |
|---|---|---|
| clock inverter | 7 | 0.0290 |
| tap | 72 | 0.0252 |
| inverter | 9 | 0.00944 |
| sequential | 62 | 0.435 |
| timing repair buffer | 52 | 0.118 |
| multi-input combinational | 193 | 0.349 |
| clock buffer | 9 | 0.0346 |
==> what timing repair did <==
item                                    CTS  global route
gates cloned                              0             0
gates resized                            17            16
buffers inserted                          1             0
endpoints found under the setup margin    7             3
pin swaps                                 2             6
Power and IR drop assume default switching activity.
